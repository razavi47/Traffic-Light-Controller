`flow/design.v`:
```
module Main_traffic(clk, reset, pause, HEX0, HEX1, HEX2, HEX3, HEX4, HEX5, LEDR, SW);
	input clk, reset, pause;  
	input [9:0] SW;  
	output reg [6:0] HEX2, HEX3, HEX4, HEX5;  
	output [6:0] HEX0, HEX1;  
	output reg [9:0] LEDR;   
	parameter D = 32'd50000000;   
	parameter one_sec = D - 1;  
	reg [31:0] count;
	reg [5:0] seconds, s;
	reg paused, pause_prev, reset_prev, switch;
	reg [1:0] text;
	reg [23:0] blink_count;  
	wire blink;
	assign blink = blink_count[23];   
	initial begin
		s <= 0;  
		switch <= 0;  
		count <= 0;  
		seconds <= 20;  
		paused <= 0;  
		pause_prev <= 0;  
		reset_prev <= 0;  
		blink_count <= 0;  
	end
	always @(posedge clk) begin
		blink_count <= blink_count + 1;
		if (!reset_prev && reset) begin  
			paused <= 0;
			count <= 0;
			if (SW[8] && !SW[9]) begin  
				seconds <= 5;
				s <= 1;
				switch <= 1;
			end else if (SW[9] && !SW[8]) begin  
				seconds <= 20;
				s <= 2;
				switch <= 0;
			end else if (SW[8] && SW[9]) begin  
				seconds <= 5;
				s <= 3;
				switch <=1;
			end else begin  
				seconds <= 20;
				s <= 0;
				switch <= 0;
			end
			end else if (!pause_prev && pause) begin
				paused <= ~paused;
			end
			if (seconds == 0) begin  
				s <= s + 1;
				switch <= ~switch;         
				seconds <= switch ? 20 : 5;  
			end
			reset_prev <= reset;
			pause_prev <= pause;
		if (!paused) begin  
				if (seconds > 0) begin
					if (count >= one_sec) begin
						count <= 0;
						seconds <= seconds - 1;
					end else begin
						count <= count + 1;
					end
				end
			end
	end
	reg [3:0] tens, ones;
	always @(*) begin
		tens = seconds / 10;
		ones = seconds % 10;
		text = s % 4;
		if (text == 0) begin  
			HEX5 <= 'b0010010;  
			HEX4 <= 'b0000111;  
			HEX3 <= 'b1000000;  
			HEX2 <= 'b0001100;  
		end else if (text == 1) begin  
			HEX5 <= 'b0001001;  
			HEX4 <= 'b1000000;  
			HEX3 <= 'b1000111;  
			HEX2 <= 'b0100001;  
		end else if (text == 2) begin  
			HEX5 <= 'b1111111;  
			HEX4 <= 'b0000010;  
			HEX3 <= 'b1000000;  
			HEX2 <= 'b1111111;  
		end else if (text == 3) begin  
			HEX5 <= 'b0010010;  
			HEX4 <= 'b1000111;  
			HEX3 <= 'b1000000;  
			HEX2 <= 'b1111111;  
		end
	end
	Seg7dec s0 (ones, HEX0);  
	Seg7dec s1 (tens, HEX1);  
	always @(*) begin
		LEDR[9:0] = 10'b0;  
		case(text)
			0: begin  
				LEDR[2] = 1;    
            	LEDR[5] = 1;    
			end
			1: begin  
				LEDR[2] = 1;  
				LEDR[6] = blink;  
			end
			2: begin  
				LEDR[0] = 1;    
            	LEDR[7] = 1;    
			end
			3: begin  
            	LEDR[1] = blink;  
            	LEDR[7] = 1;  
			end
		endcase
	end
endmodule
module Seg7dec(x,y);
	input [3:0] x;  
	output [6:0] y;  
	assign y[6] = ~x[3]&((~x[2]&~x[1])|(x[2]&x[1]&x[0])) | (x[3]&x[2]&~x[1]&~x[0]);
	assign y[5] = ~x[3]&~x[2]&(x[1] | x[0])|(x[2]&x[0]&(x[3]&~x[1] | ~x[3]&x[1]));
	assign y[4] = ~x[3]&(~x[2]&x[0] | x[2]&~x[1]) | (~x[3]&x[2]&x[1] | x[3]&~x[2]&~x[1])&x[0];
	assign y[3] = (~x[3]&~x[1]&(~x[2]&x[0] | x[2]&~x[0])) | (x[3]&~x[2]&~x[0] | x[2]&x[0])&x[1];
	assign y[2] = ~x[3]&~x[2]&x[1]&~x[0] | x[3]&x[2]&(x[1]|~x[0]);
	assign y[1] = ((~x[3]&x[2]&~x[1] | x[3]&x[1])&x[0]) | ((x[3] | x[1])&(x[2]&~x[0]));
	assign y[0] = (~x[3]&~x[1]&(~x[2]&x[0] | x[2]&~x[0])) | (x[3]&x[0]&(~x[2]&x[1] | x[2]&~x[1]));
endmodule
```
`flow/run.sh`:
```
#!/bin/bash
# OpenROAD 26Q1-2900-gdf79404cd8, Yosys 0.63+post, stock flow scripts
make -C /OpenROAD-flow-scripts/flow DESIGN_CONFIG=/design/flow/config.mk WORK_HOME=/design/flow/orfs finish
```
`flow/config.mk`:
```
export PLATFORM = sky130hd
export DESIGN_NAME = Main_traffic
export DESIGN_NICKNAME = Main_traffic
export VERILOG_FILES = /design/flow/design.v
export SDC_FILE = /design/flow/constraint.sdc
export NUM_CORES = 4
export LEC_CHECK = 1
export CORE_UTILIZATION = 30
```
`flow/constraint.sdc`:
```
current_design Main_traffic

set clk_period 6.4
set clk_io_pct 0.2

create_clock -name clk0 -period $clk_period [get_ports {clk}]

set non_clock_inputs [all_inputs -no_clocks]
set_input_delay [expr $clk_period * $clk_io_pct] -clock clk0 $non_clock_inputs
set_output_delay [expr $clk_period * $clk_io_pct] -clock clk0 [all_outputs]
```
==> deck_impl_summary.md <==
Implementation Results

Final layout
  • Proportion of layout cells with a drive suffix above 1: 0.0774
  • Design Area, Final: 4900 um^2
  • Most numerous logic cell after layout: dfxtp_1
  • Area delta synth->final: 20.1%
  • Most frequent cells in the layout: 64 x dfxtp_1, 50 x nand2_1, 45 x clkdlybuf4s50_1, 38 x nor2_1, 30 x o21ai_0

Route
  • Drt pass-1 iters: 4
  • Post-Route WL: 7390 um
  • Vias per cell: 4.71
  • Final ANT Viol Nets: 0
  • DR vias: between 3,000 and 4,000
  • Initial detailed-routing violation count: around 180
  • DR DRC count: 0
  • Ant diodes: 0
  • DR WL/cell: 10.5 um

Clock network
  • TritonCTS Buffers: 9
  • Worst-Skew Late Latency: 0.32 ns
  • Clock tree root buffer cell: clkbuf_16
  • CTS tree: done
  • Max clock buf depth: 2
  • H-tree levels: 3
  • Clock Pin Slew Worst Setup and Hold Paths: approximately 0.06 ns

Synthesis
  • Netlist Area Pre-Place: 4080 um^2
  • Synth Instances: 492
  • Mean Syn Cell Area: 8.30 um^2
  • Synth warn: 1
  • Async SR Flop Fraction: 0
  • Cell area leaders: dfxtp_1 32%, ha_1 7.4%, buf_4 4.8%, nand2_1 4.6%, xnor2_1 4.3%
  • Post-synth EDFFs: 3
  • Post-synth cell types: roughly 65
  • Synth area leader: dfxtp_1
  • Chip Area, Yosys: 4080 um^2
  • Cell total in the yosys stat output: 492
  • Registers, synthesis: 76
  • Max-area cell share: 0.319
  • Ys flop type: dfxtp_1

STA
  • Post-Route Setup TNS: 0 ns
  • Max frequency: 170 MHz
  • Endpoints left unconstrained: 8
  • Count of unclocked register or latch pins: 8
  • Clk_skew: 0.00663 ns
  • Tmin final: 5.90 ns
  • Actual slew at the worst max-slew pin: 0.888 ns
  • Setup violators final: 0
  • Slew Viols, Final: 0
  • Final hold vios: 0
  • Max transition margin: 0.406
  • Hold slack: 0.411 ns
  • RSZ-0062 raised after global routing: false
  • Period utilization: 0.921
  • Final worst slack: 0.503 ns

Run
  • Max Cap Viol: 0
  • Tool warnings: 46

Power
  • Sw Ratio: 0.254
  • LEAKAGE: roughly 1.9 nW
  • Internal power: approximately 0.9 mW
  • Maximum VDD drop: ~130 uV
  • Total power: ~1.2 mW
  • Part of the power in registers: 0.404
  • Logic pwr share: 0.157
  • Pwr dens: 251 nW/um^2
  • Clock power share: 0.438
  • Sw Pwr: just over 0.3 mW

Setup path
  • Worst setup SP type: flip-flop
  • CP Class: reg2out
  • Crit end category: output port
  • Worst Setup SP: seconds[4]
  • Reg-to-reg startpoint: count[10]
  • Critical path peak fanout: 12
  • Critical Path AT: 4.62 ns
  • CP required: roughly 5.1 ns

Worst hold path
  • Min-Delay Path Class: reg2reg
  • Hold Crit Start: blink_count[0]

Placement
  • Post-DP Area: 4560 um^2
  • Port Buf Inserts: 45
  • Placement Setup Slack: around 0.55 ns
  • Routability Congestion: 0.839
  • Final HPWL DP: roughly 5100 um

Status
  • Status: complete, no violations

Floorplan
  • FP Util: 0.308
  • Core area: 13,200 um^2
  • Die Span X: between 100 and 150 um
  • Die area: around 14,000 um^2
  • Ports: 65
  • Num rows: 42
  • Die Ht: approximately 120 um

Global routing
  • Pin count of the biggest net entering global routing: 28
  • Vias in the first global route: 3,014
  • Overflow after GRT: 0
  • First-pass GRT wire length: 13,100 um
  • Initial antenna violation count: 0
  • GRT Util Overall: 0.109
==> metal layers <==
layer	part of all wire	GRT usage	wire (um)	vias up
met5	0	0	0	-
met4	0.015	0.0142	110	0
met3	0.051	0.0202	376	10
met2	0.41	0.169	3010	83
met1	0.53	0.165	3890	1484
li1	-	-	-	1751
==> cell usage after synthesis (all sizes together) (3+ instances only) <==
master,n
nor3,8
xor2,6
o21ai,43
ha,24
clkbuf,9
xnor2,20
nand2b,5
edfxtp,3
and2,11
inv,22
nand3,23
a21oi,21
a31oi,13
o31ai,6
buf,34
or2,6
nor2,38
nand2,50
o22ai,3
nor3b,3
nand4,13
nor2b,6
nor4,3
and3,13
dfxtp,65
o211ai,3
dlxtn,8
==> metrics by stage <==
step / utilization / std cells
2_1_floorplan: - / 509
3_3_place_gp: 0.345 / 690
3_5_place_dp: 0.345 / 690
4_1_cts: 0.370 / 706
5_1_grt: 0.370 / 706
6_report: 0.370 / 706
==> repair_timing <==
action | 4_1_cts | 5_1_grt
resized | 0 | 2
setup buffers | 0 | 0
hold buffers | 0 | 0
endpoints found under the setup margin | 0 | 2
==> cell type report <==
class | instances | area (um^2)
clock buffer | 11 | 253
clock inverter | 5 | 83.8
fill | 1306 | 8340
inverter | 23 | 86.3
multi-input combinational | 367 | 2270
sequential | 76 | 1510
tap | 176 | 220
timing repair buffer | 48 | 473
==> state kept, by name (all words and copies together), names as in the netlist, 2 cells and up <==
name         cells
seconds          6
HEX2             3
s                2
blink_count     24
HEX5             2
count           32
HEX4             2
==> path summary, 6_finish.rpt <==
check,to,slack [ns],cells past startpoint
min reg2reg,blink_count[0],0.41,1
min,blink_count[0],0.41,1
max reg2reg,count[8],3.62,8
max,HEX0[3],0.50,16
==> cells by family after synthesis <==
logic type / Yosys count / share of synthesized area
adders and majority gates: 24 / 0.0736
latches: 8 / 0.0294
xor gates and xnor gates: 26 / 0.0558
buffers and inverters: 66 / 0.0886
AOI/OAI and AO/OA: 110 / 0.172
other: 2 / 0.00184
and+or+nand+nor: 185 / 0.230
muxes: 3 / 0.00797
DFF: 68 / 0.341
==> critical path: stages, from the launching register on <==
cell and delay [ns]:
dfxtp_2 0.46, inv_1 0.12, ha_1 0.20, or2_2 0.28, ha_1 0.30, nand2b_1 0.15, o21ai_1 0.16, and4_2 0.39
xor2_1 0.26, ha_1 0.29, and2_1 0.14, a221oi_1 0.26, o21a_2 0.26, ha_1 0.24, nand2b_1 0.15, o311ai_0 0.10
clkdlybuf4s50_1 0.52
==> power by group through the flow <==
stage	clock, mW	sequential [mW]	combinational (mW)
finish	0.539	0.497	0.193
CTS	0.554	0.496	0.195
global route	0.573	0.502	0.222
Power and IR drop assume default switching activity.
